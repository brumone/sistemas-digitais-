### design/flow/run.sh
#!/bin/bash
# OpenROAD 26Q1-2900-gdf79404cd8, Yosys 0.63+post, stock flow scripts
make -C /OpenROAD-flow-scripts/flow DESIGN_CONFIG=/design/flow/config.mk WORK_HOME=/design/flow/orfs finish
### design/flow/constraint.sdc
current_design pisca

set clk_period 6.4
set clk_io_pct 0.2

create_clock -name clk0 -period $clk_period [get_ports {CLOCK_50}]

set non_clock_inputs [all_inputs -no_clocks]
set_input_delay [expr $clk_period * $clk_io_pct] -clock clk0 $non_clock_inputs
set_output_delay [expr $clk_period * $clk_io_pct] -clock clk0 [all_outputs]
### design/flow/config.mk
export PLATFORM = sky130hd
export DESIGN_NAME = pisca
export DESIGN_NICKNAME = pisca
export VERILOG_FILES = /design/flow/design.v
export SDC_FILE = /design/flow/constraint.sdc
export NUM_CORES = 4
export LEC_CHECK = 1
export CORE_UTILIZATION = 30
### design/flow/design.v
module pisca (
    input CLOCK_50,
    output [1:0]LEDG
);
    reg [32:0]count = 0;
    reg state = 0;
    assign LEDG[0] = state;
    assign LEDG[1] = ~state;
    always @ (posedge CLOCK_50) begin
    if (count == 50000000) begin
                state = ~state;
                count = 0;
    end else begin
                count <= count + 1;
            end
            end
endmodule
==> results.rst <==
Physical design figures
=======================

.. list-table::
   :header-rows: 1

   * - Metric
     - Value
   * - Total number of placement rows
     - 26
   * - Number of global-route vias before repair
     - around 1100
   * - Detailed-routing wirelength on met1
     - roughly 1.7 mm
   * - Fill cell instance count of the final layout
     - about 500
   * - Most frequently used cell type in the post-synthesis netlist
     - sky130_fd_sc_hd__dfxtp_1
   * - Share of the yosys chip area belonging to registers
     - 42.4%
   * - Met3 wire len
     - between 150 and 200 um
   * - Met2 routed wirelength
     - about 1.4 mm
   * - Number of max-cap violations
     - 0
   * - Area growth from synthesis to layout
     - 11.2%
   * - Avg Inst Size Synth
     - ~9.6 sq um
   * - Stage-log warning count
     - 26
   * - Clock slew at the register clock pins of the worst setup and hold paths
     - approximately 0.060 ns
   * - Cell area after technology mapping
     - about 1600 sq um
   * - Maximum frequency from static timing analysis
     - a little over 400 MHz
   * - Cell with the largest stage delay on the worst path
     - sky130_fd_sc_hd__clkdlybuf4s50_1
   * - I/O pin total
     - 3
   * - Yosys Chip Area
     - ~1600 sq um
   * - Initial antenna violation count
     - 0
   * - Routability congestion estimate from global placement
     - 0.920
   * - Iter 0 DRT Violations
     - between 60 and 70
   * - TritonCTS sink count
     - 34
   * - Fraction of final layout cells sized beyond drive strength 1
     - under 10%
   * - Largest area contributor in the netlist
     - sky130_fd_sc_hd__dfxtp_1
   * - Cell count after synthesis
     - 170
   * - Placeable Area
     - just over 5000 sq um
   * - Final clock period utilization by the worst path
     - about 39%
   * - Place WS
     - 4.22 ns
   * - Uppermost signal routing layer after detailed routing
     - met4
   * - Ordered list of cells on the worst path
     - inv_1, clkdlybuf4s50_1
   * - Worst path arrival time
     - 1.20 ns
   * - Pwr per Cell Area
     - 204 nW/um^2
   * - Final count of hold timing violations
     - 0
   * - Maximum vdd drop
     - 136 uV
   * - Status
     - finished, final reports clean
   * - Pin count of the biggest net entering global routing
     - 11
   * - Data required, critical path
     - between 5 and 6 ns
   * - Number of buffers inserted during clock tree synthesis
     - 5
   * - Slew HR
     - approximately two thirds
   * - Final ANT Viol Nets
     - 0
   * - Minimum clock period
     - approximately 2.5 ns
   * - Ranking of synthesized cells by instance count
     - sky130_fd_sc_hd__dfxtp_1 (33), sky130_fd_sc_hd__xnor2_1 (17), sky130_fd_sc_hd__nor2_1 (16), sky130_fd_sc_hd__nand4_1 (12), sky130_fd_sc_hd__nand3_1 (11)
   * - Worst clock skew on the final layout
     - around 0.0036 ns
   * - Hold-fix buffer count after cts
     - 0
   * - Area contributors post-synth
     - sky130_fd_sc_hd__dfxtp_1 (41%), sky130_fd_sc_hd__xnor2_1 (9.1%), sky130_fd_sc_hd__nand4_1 (4.6%)
   * - Antenna Diode Count
     - 0
   * - CTS tree
     - built
   * - Async set-or-reset flop fraction in the synthesized netlist
     - 0%
   * - Top Family by Delay on Critical Path
     - buffers and inverters
   * - Detail Placement HPWL
     - about 2.2 mm
   * - Clock root buffer
     - sky130_fd_sc_hd__clkbuf_8
   * - Largest stage delay, worst path
     - between 0.4 and 0.5 ns
   * - Post-Route Setup TNS
     - 0 ns
   * - Number of buffers and inverters on the critical path
     - 2
   * - Path type of the worst setup path
     - reg -> out
   * - EDFF count, synth
     - 1
   * - Max-slew violations
     - 0
   * - HP Class
     - reg -> reg
   * - Vertical die dimension
     - 75.7 um
   * - Number of instances resized during post-cts repair
     - 0
   * - Detailed-route wire length
     - approximately 3.2 mm
   * - MI comb area
     - between 900 and 1000 sq um
   * - Area taken by flip-flops and latches
     - ~700 sq um
   * - Setup bufs post-CTS
     - 0
   * - Maximum fanout along the worst path
     - 2
   * - Total setup violations reported at the end of the flow
     - 0
   * - Pre-antenna DRT Iters
     - 4
   * - Launching element type of the critical path
     - flop
   * - Max Root-Sink Buffers
     - 2
   * - All-layer global routing usage
     - between 10% and 20%
   * - Clock network latency to the later pin of the worst-skew pair
     - around 0.28 ns
   * - Most instantiated flip-flop cell in the synthesis netlist
     - sky130_fd_sc_hd__dfxtp_1
   * - Post-placement cell area
     - 1730 sq um
   * - Global-route wire length before repair
     - 5.46 mm
   * - # Cells Yosys
     - between 150 and 200
   * - Fp_density
     - 31.5%
   * - Warning count from the yosys run
     - 1
   * - Residual overflow from global routing
     - 0
   * - Worst Slack Setup Final
     - 3.92 ns
   * - Remaining routing DRC violations
     - 0
   * - Crit end category
     - output pin
   * - Wire length per cell
     - 13.0 um
   * - Yosys cell types
     - 35
   * - Flops out of synthesis
     - 34
   * - Die X-Extent
     - roughly 76 um
   * - Detailed-route vias per instance
     - 5.05
   * - Pleak
     - just under 0.6 nW
   * - CTS H-tree lvls
     - 2
   * - Final instance area
     - between 1500 and 2000 sq um
   * - Port bufs
     - 2
   * - Die outline area
     - approximately 5700 sq um
   * - Setup repair after global routing missed its margin
     - no
   * - Area leader share
     - 40.5%
   * - Routed via count
     - ~1200
   * - Measured slew at the worst slew-check pin
     - approximately 0.50 ns
worst paths after layout:
kind / endpoint / depth (start not counted) / slack [ns] / from
hold / removal: count[32]$_SDFF_PN0_ / 1 / 0.46 / count[32]$_SDFF_PN0_
hold reg to reg: count[32]$_SDFF_PN0_ / 1 / 0.46 / count[32]$_SDFF_PN0_
setup reg to reg: count[13]$_SDFF_PN0_ / 6 / 4.48 / count[0]$_SDFF_PN0_
setup / recovery: LEDG[1] / 2 / 3.92 / state$_DFFE_PN_
flip-flops by register name, indices dropped and copies added, names as in the netlist:
register / count
state: 1
count: 33
worst register-to-register path, stage by stage, from the launching register on:
cell,delay (ns)
sky130_fd_sc_hd__dfxtp_1,0.34
sky130_fd_sc_hd__inv_1,0.07
sky130_fd_sc_hd__ha_1,0.14
sky130_fd_sc_hd__nor4b_1,0.30
sky130_fd_sc_hd__nand4_2,0.35
sky130_fd_sc_hd__nor3_4,0.50
sky130_fd_sc_hd__nor2_1,0.10
cell families (layout without fill, tap and decap cells):
family	count (synthesis)	in the layout	synth area share, %
AOI/OAI and AO/OA	17	17	6.22
DFF	34	34	42.4
xor gates and xnor gates	22	22	11.8
buffers and inverters	8	15	2.07
muxes	4	4	2.46
adders and majority gates	2	2	1.53
and+or+nand+nor	83	83	33.5
area by class of cell:
cell class / instances / area share, %
tap: 70 / 4.83
timing repair buffer: 2 / 1.10
inverter: 7 / 1.45
sequential: 34 / 38.1
clock buffer: 6 / 4.55
multi-input combinational: 128 / 50.0
power by group:
group	switching (mW)	internal [mW]
Clock	0.0740	0.0829
Combinational	0	0
Sequential	0	0.212
through the flow:
stage / power [mW] / hold slack [ns] / instances / util [%]
6_report: 0.369 / 0.465 / 247 / 35.1
2_1_floorplan: 0.217 / 0.435 / 170 / -
5_1_grt: 0.386 / 0.496 / 247 / 35.1
3_3_place_gp: 0.217 / 0.456 / 241 / 33.5
4_1_cts: 0.372 / 0.466 / 247 / 35.1
3_5_place_dp: 0.217 / 0.452 / 241 / 33.5
routing by layer:
layer	track usage (%)	up-vias
met2	18.2	37
met3	3.49	6
met4	1.44	0
met5	0	-
li1	-	647
met1	20.8	557
layout by cell type, fill, tap and decap left out, types with 5 or more instances in the layout:
cell                        n
sky130_fd_sc_hd__clkbuf_8   6
sky130_fd_sc_hd__dfxtp_1   33
sky130_fd_sc_hd__inv_1      7
sky130_fd_sc_hd__nand2_1    7
sky130_fd_sc_hd__nand3_1   11
sky130_fd_sc_hd__nand4_1   12
sky130_fd_sc_hd__nor2_1    16
sky130_fd_sc_hd__nor3_1     5
sky130_fd_sc_hd__nor4_1     7
sky130_fd_sc_hd__o21ai_0    7
sky130_fd_sc_hd__xnor2_1   17
sky130_fd_sc_hd__xor2_1     5
Power and IR drop assume default switching activity.

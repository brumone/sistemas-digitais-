==> /design/flow/design.v <==
module piscadireito (
      input CLOCK_50,
      output [2:0]LEDG
);
    reg [28:0] count = 0;
    reg state = 0;
    assign LEDG[0] = 0;
    assign LEDG[1] = 1;
    assign LEDG[2] = state;
    always @ (posedge CLOCK_50)
        begin
            if(count == 50000000)
                begin
                      count = 0;
                          state  <= ~state;
              end
          else
              begin
                  count <= count + 1;
          end
          end
endmodule
==> /design/flow/run.sh <==
#!/bin/bash
# OpenROAD 26Q1-2900-gdf79404cd8, Yosys 0.63+post, stock flow scripts
make -C /OpenROAD-flow-scripts/flow DESIGN_CONFIG=/design/flow/config.mk WORK_HOME=/design/flow/orfs finish
==> /design/flow/config.mk <==
export PLATFORM = sky130hd
export DESIGN_NAME = piscadireito
export DESIGN_NICKNAME = piscadireito
export VERILOG_FILES = /design/flow/design.v
export SDC_FILE = /design/flow/constraint.sdc
export NUM_CORES = 4
export LEC_CHECK = 1
export CORE_AREA = 10 10 101 101
export DIE_AREA = 0 0 111 111
==> /design/flow/constraint.sdc <==
current_design piscadireito

set clk_period 4.3
set clk_io_pct 0.2

create_clock -name clk0 -period $clk_period [get_ports {CLOCK_50}]

set non_clock_inputs [all_inputs -no_clocks]
set_input_delay [expr $clk_period * $clk_io_pct] -clock clk0 $non_clock_inputs
set_output_delay [expr $clk_period * $clk_io_pct] -clock clk0 [all_outputs]
==> impl_summary.log <==
[report] implementation figures
INFO  metric outcome = finished clean
INFO  metric ant_nets = 0
INFO  metric floorplan.die_area = roughly 0.012 sq mm
INFO  metric tritoncts.num_buffers = 5
INFO  metric layout.core_utilization = 0.197
INFO  metric slew_viol_final = 0
INFO  metric register_area = between 600 and 700 sq um
INFO  metric clock-root-buffer = sky130_fd_sc_hd__clkbuf_8
INFO  metric unrepaired_setup_endpoints_after_global_routing = false
INFO  metric layout_worst_path_cycle_share = 0.477
INFO  metric cellLeakagePower = between 0.0005 and 0.0006 uW
INFO  metric initial_antenna_violation_count = 0
INFO  metric routed_via_density = roughly 3.8
INFO  metric drv_cap = 0
INFO  metric post_synth_mux_area_share = 0
INFO  metric postSynthAreaPerCell = 9.58 sq um
INFO  metric maximum_fanout_count_along_the_critical_path = 14
INFO  metric layout.filler_cells = ~900
INFO  metric clock_sink_count = 30
INFO  metric layout_stage_area_growth_over_the_synthesis_result = 12.1%
INFO  metric pwr-share-comb = 0
INFO  metric post_route_cells_drive_above_1_share = 0.0921
INFO  metric synth-xor-area-share = 0.141
INFO  metric cts.hold.buffers_added = 0
INFO  metric firstDrtPassIters = 4
INFO  metric mappedNetlistArea = ~0.0014 sq mm
INFO  metric postCtsSetupRepairBufs = 0
INFO  metric min-delay-path-class = flip-flop to flip-flop
INFO  metric insertedDiodeCount = 0
INFO  metric place_hpwl = roughly 1800 um
INFO  metric grt_pass1_wl = 4500 um
INFO  metric synth.lib_cells_used.distinct = 40
INFO  metric maxClockFrequency = about 490 MHz
INFO  metric worst-slew-pin-transition = 588 ps
INFO  metric synth-warning-count = 1
INFO  metric cp_data_required_time = about 4200 ps
INFO  metric top_level_ports = 4
INFO  metric post_place_cell_area = 0.00152 sq mm
INFO  metric post_synthesis_share_of_cell_area_spent_on_and_or_nand_and_nor_gates = 0.326
INFO  metric fin_skew = approximately 3.6 ps
INFO  metric peak_supply_drop = 169 uV
INFO  metric core_region_area = 0.00813 sq mm
INFO  metric yosys.stat.chipArea = 0.00143 sq mm
INFO  metric floorplan.die.height = approximately 110 um
INFO  metric finalNonFillerCells = 257
INFO  metric insertion_delay = 280 ps
INFO  metric ys_seq_frac = 0.428
INFO  metric seq_power_share = 0.567
INFO  metric lay_top_count = sky130_fd_sc_hd__dfxtp_1
INFO  metric tritoncts_clock_tree = built
INFO  metric fin_tns_setup = 0 ps
INFO  metric clk_pin_slew = 60 ps
INFO  metric startpoint_type = flip-flop
INFO  metric number_of_warnings_in_the_stage_logs = 26
INFO  metric ff2ff_setup_slack = 2250 ps
INFO  metric cell_internal_pwr = between 300 and 400 uW
INFO  metric path_class = flip-flop to flip-flop
INFO  metric hold_slack = 465 ps
INFO  metric power.density = about 300 mW/mm^2
INFO  metric synth_compound_gate_area_share = 0.0351
INFO  metric floorplan.initialDensity = 0.176
INFO  metric post_cts.resized_instances = 0
INFO  metric clock_power_share = 0.433
INFO  metric drc = 0
INFO  metric placementRows = 33
INFO  metric route.vias.total = 980
INFO  metric htreeDepth = 2
INFO  metric yosys_cells = 149
INFO  metric dpl.cell_count = between 200 and 250
INFO  metric totalWireLength = 2460 um
INFO  metric slew_headroom = 0.608
INFO  metric fin_area = about 0.0016 sq mm
INFO  metric grt_overflow = 0
INFO  metric grt_pass1_vias = 971
INFO  metric most-common-layout-cells = 29 x sky130_fd_sc_hd__dfxtp_1, 14 x sky130_fd_sc_hd__xnor2_1, 14 x sky130_fd_sc_hd__nor2_1, 13 x sky130_fd_sc_hd__nand3_1, 9 x sky130_fd_sc_hd__xor2_1
INFO  metric crit_arrival = approximately 2000 ps
INFO  metric drt_iter0_markers = 70
INFO  metric globalRouteTotalUtil = 0.0412
INFO  metric synth.cellmix.adderShare = 0.0175
INFO  metric setup_viol_count_final = 0
INFO  metric numPortBuffers = 1
INFO  metric area.combinational = approximately 750 sq um
INFO  metric dieWidth = 111 um
INFO  metric power.switching_fraction = 0.200
INFO  metric synthesized_netlist_cell_count = 149
INFO  metric drt-wirelength-per-cell = 9.57 um
INFO  metric p_switching = slightly below 100 uW
INFO  metric finalWorstPathRequiredPeriod = 2050 ps
INFO  metric worst_case_clock_buffer_depth = 2
INFO  metric worstSetupEndpointType = flip-flop
INFO  metric yosys-dominant-comb-family = simple AND/OR/NAND/NOR gates
INFO  metric grt_start_max_net_pins = 15
INFO  metric timing_hold_violations_final = 0
INFO  metric gp_routability_congestion = approximately 0.84
INFO  metric ys.flops = 30
flip-flops by register name, indices dropped and copies added (netlist names):
register  flops
count        29
state         1
cells in the mapped netlist, drive strengths merged:
| master | instances | area share |
|---|---|---|
| and4b | 1 | 0.0070 |
| xnor2 | 14 | 0.086 |
| o31ai | 1 | 0.0053 |
| and2 | 2 | 0.0088 |
| inv | 5 | 0.013 |
| nand4 | 8 | 0.039 |
| and4 | 1 | 0.0061 |
| a21oi | 1 | 0.0035 |
| nor2b | 2 | 0.0088 |
| nor4 | 3 | 0.028 |
| edfxtp | 1 | 0.021 |
| or3b | 1 | 0.0061 |
| xor2 | 9 | 0.055 |
| nand3 | 13 | 0.046 |
| ha | 2 | 0.018 |
| buf | 6 | 0.034 |
| nand2 | 8 | 0.023 |
| or4b | 2 | 0.014 |
| nor3 | 4 | 0.022 |
| nor2 | 14 | 0.037 |
| dfxtp | 29 | 0.41 |
| nor3b | 1 | 0.013 |
| a22o | 1 | 0.0061 |
| a32oi | 1 | 0.0061 |
| or3 | 1 | 0.0044 |
| nand3b | 1 | 0.0053 |
| o21ai | 4 | 0.014 |
| or4 | 1 | 0.0079 |
| conb | 2 | 0.0053 |
| nor4b | 3 | 0.018 |
| and3 | 7 | 0.032 |
stage by stage:
step                worst slack [ps]  total power, uW
floorplan                       2480              287
global placement                2260              286
detailed placement              2250              286
CTS                             2240              499
global route                    2040              514
finish                          2250              493
metal layers:
layer | GRT usage | vias up | wire length (um)
met2 | 0.0609 | 11 | 1040
met3 | 0.0109 | 7 | 71
met4 | 0.00955 | 0 | 66
met1 | 0.0584 | 435 | 1290
li1 | - | 527 | -
met5 | 0 | - | 0
cell type report:
| class | count | area share |
|---|---|---|
| Multi-Input combinational cell | 108 | 0.468 |
| Sequential cell | 30 | 0.382 |
| Tap cell | 105 | 0.0821 |
| Clock buffer | 8 | 0.0500 |
| Inverter | 5 | 0.0117 |
| Timing Repair Buffer | 1 | 0.00625 |
path summary, 6_finish.rpt:
| check | from | to | cells past startpoint |
|---|---|---|---|
| max | count[10] | state | 3 |
| min | count[22] | count[22] | 1 |
| max reg2reg | count[10] | state | 3 |
| min reg2reg | count[22] | count[22] | 1 |
cell families after synthesis:
logic type,after synthesis
and+or+nand+nor,73
adders and majority gates,2
other,2
AOI/OAI and AO/OA,8
DFF,30
buffers and inverters,11
xor gates and xnor gates,23
power by group through the flow:
stage	Sequential, uW	Clock [uW]	Combinational, uW
after CTS	279	219	0.148
final	279	213	0.0818
after global routing	279	235	0.199
worst max-delay path: stages (launching register included):
cell and delay [ps]:
sky130_fd_sc_hd__dfxtp_1 330, sky130_fd_sc_hd__or4b_1 550, sky130_fd_sc_hd__nor3_1 240, sky130_fd_sc_hd__nor3b_4 570
Power and IR drop assume default switching activity.
